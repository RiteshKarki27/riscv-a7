--- flow/config.mk ---
export PLATFORM = sky130hd
export DESIGN_NAME = RiSCV
export DESIGN_NICKNAME = RiSCV
export VERILOG_FILES = /design/flow/design.v
export SDC_FILE = /design/flow/constraint.sdc
export NUM_CORES = 4
export LEC_CHECK = 1
export CORE_UTILIZATION = 30
--- flow/constraint.sdc ---
current_design RiSCV

set clk_period 13.5
set clk_io_pct 0.2

create_clock -name clk0 -period $clk_period [get_ports {clk}]

set non_clock_inputs [all_inputs -no_clocks]
set_input_delay [expr $clk_period * $clk_io_pct] -clock clk0 $non_clock_inputs
set_output_delay [expr $clk_period * $clk_io_pct] -clock clk0 [all_outputs]
--- flow/design.v ---
module RiSCV(
   input 	 clk,
   output [31:0] mem_addr,  
   output [31:0] mem_wdata, 
   output [3:0]  mem_wmask, 
   input [31:0]  mem_rdata, 
   output 	 mem_rstrb, 
   input 	 mem_rbusy, 
   input 	 mem_wbusy,
   input 	 reset      
);
   parameter RESET_ADDR       = 32'h00000000;
   parameter ADDR_WIDTH       = 24;
 wire [4:0] rdId = instr[11:7];
 (* onehot *)
 wire [7:0] funct3Is = 8'b00000001 << instr[14:12];
 wire [31:0] Uimm = {    instr[31],   instr[30:12], {12{1'b0}}};
 wire [31:0] Iimm = {{21{instr[31]}}, instr[30:20]};
 wire [31:0] Simm = {{21{instr[31]}}, instr[30:25],instr[11:7]};
 wire [31:0] Bimm = {{20{instr[31]}}, instr[7],instr[30:25],instr[11:8],1'b0};
 wire [31:0] Jimm = {{12{instr[31]}}, instr[19:12],instr[20],instr[30:21],1'b0};
   wire isLoad    =  (instr[6:2] == 5'b00000); 
   wire isALUimm  =  (instr[6:2] == 5'b00100); 
   wire isStore   =  (instr[6:2] == 5'b01000); 
   wire isALUreg  =  (instr[6:2] == 5'b01100); 
   wire isSYSTEM  =  (instr[6:2] == 5'b11100); 
   wire isJAL     =  instr[3]; 
   wire isJALR    =  (instr[6:2] == 5'b11001); 
   wire isLUI     =  (instr[6:2] == 5'b01101); 
   wire isAUIPC   =  (instr[6:2] == 5'b00101); 
   wire isBranch  =  (instr[6:2] == 5'b11000); 
   wire isALU = isALUimm | isALUreg;
   reg [31:0] rs1;
   reg [31:0] rs2;
   (* no_rw_check *)
   reg [31:0] registerFile [31:0];
   always @(posedge clk) begin
     if (writeBack)
       if (rdId != 0)
         registerFile[rdId] <= writeBackData;
   end
   wire [31:0] aluIn1 = rs1;
   wire [31:0] aluIn2 = isALUreg | isBranch ? rs2 : Iimm;
   reg  [31:0] aluReg;       
   reg  [4:0]  aluShamt;     
   wire aluBusy = |aluShamt; 
   wire aluWr;               
   wire [31:0] aluPlus = aluIn1 + aluIn2;
   wire [32:0] aluMinus = {1'b1, ~aluIn2} + {1'b0,aluIn1} + 33'b1;
   wire        LT  = (aluIn1[31] ^ aluIn2[31]) ? aluIn1[31] : aluMinus[32];
   wire        LTU = aluMinus[32];
   wire        EQ  = (aluMinus[31:0] == 0);
   wire [31:0] aluOut =
     (funct3Is[0]  ? instr[30] & instr[5] ? aluMinus[31:0] : aluPlus : 32'b0) |
     (funct3Is[2]  ? {31'b0, LT}                                     : 32'b0) |
     (funct3Is[3]  ? {31'b0, LTU}                                    : 32'b0) |
     (funct3Is[4]  ? aluIn1 ^ aluIn2                                 : 32'b0) |
     (funct3Is[6]  ? aluIn1 | aluIn2                                 : 32'b0) |
     (funct3Is[7]  ? aluIn1 & aluIn2                                 : 32'b0) |
     (funct3IsShift ? aluReg                                         : 32'b0) ;
   wire funct3IsShift = funct3Is[1] | funct3Is[5];
   always @(posedge clk) begin
      if(aluWr) begin
         if (funct3IsShift) begin   
	    aluReg <= aluIn1;
	    aluShamt <= aluIn2[4:0];
	 end
      end
      if (|aluShamt) begin
         aluShamt <= aluShamt - 1;
	 aluReg <= funct3Is[1] ? aluReg << 1 :               
		   {instr[30] & aluReg[31], aluReg[31:1]};   
      end
   end
   wire predicate =
        funct3Is[0] &  EQ  |  
        funct3Is[1] & !EQ  |  
        funct3Is[4] &  LT  |  
        funct3Is[5] & !LT  |  
        funct3Is[6] &  LTU |  
        funct3Is[7] & !LTU ;  
   reg  [ADDR_WIDTH-1:0] PC; 
   reg  [31:2] instr;        
   wire [ADDR_WIDTH-1:0] PCplus4 = PC + 4;
   wire [ADDR_WIDTH-1:0] PCplusImm = PC + ( instr[3] ? Jimm[ADDR_WIDTH-1:0] :
					    instr[4] ? Uimm[ADDR_WIDTH-1:0] :
					               Bimm[ADDR_WIDTH-1:0] );
   wire [ADDR_WIDTH-1:0] loadstore_addr = rs1[ADDR_WIDTH-1:0] +
		   (instr[5] ? Simm[ADDR_WIDTH-1:0] : Iimm[ADDR_WIDTH-1:0]);
   assign mem_addr = state[WAIT_INSTR_bit] | state[FETCH_INSTR_bit] ?
		     PC : loadstore_addr ;
   wire [31:0] writeBackData  =
      (isSYSTEM            ? cycles     : 32'b0) |   
      (isLUI               ? Uimm       : 32'b0) |   
      (isALU               ? aluOut     : 32'b0) |   
      (isAUIPC             ? PCplusImm  : 32'b0) |   
      (isJALR   | isJAL    ? PCplus4    : 32'b0) |   
      (isLoad              ? LOAD_data  : 32'b0) ;   
   wire mem_byteAccess     = instr[13:12] == 2'b00;  
   wire mem_halfwordAccess = instr[13:12] == 2'b01;  
   wire LOAD_sign =
	!instr[14] & (mem_byteAccess ? LOAD_byte[7] : LOAD_halfword[15]);
   wire [31:0] LOAD_data =
         mem_byteAccess ? {{24{LOAD_sign}},     LOAD_byte} :
     mem_halfwordAccess ? {{16{LOAD_sign}}, LOAD_halfword} :
                          mem_rdata ;
   wire [15:0] LOAD_halfword =
	       loadstore_addr[1] ? mem_rdata[31:16] : mem_rdata[15:0];
   wire  [7:0] LOAD_byte =
	       loadstore_addr[0] ? LOAD_halfword[15:8] : LOAD_halfword[7:0];
   assign mem_wdata[ 7: 0] = rs2[7:0];
   assign mem_wdata[15: 8] = loadstore_addr[0] ? rs2[7:0]  : rs2[15: 8];
   assign mem_wdata[23:16] = loadstore_addr[1] ? rs2[7:0]  : rs2[23:16];
   assign mem_wdata[31:24] = loadstore_addr[0] ? rs2[7:0]  :
			     loadstore_addr[1] ? rs2[15:8] : rs2[31:24];
   wire [3:0] STORE_wmask =
	      mem_byteAccess      ?
	            (loadstore_addr[1] ?
		          (loadstore_addr[0] ? 4'b1000 : 4'b0100) :
		          (loadstore_addr[0] ? 4'b0010 : 4'b0001)
                    ) :
	      mem_halfwordAccess ?
	            (loadstore_addr[1] ? 4'b1100 : 4'b0011) :
              4'b1111;
   localparam FETCH_INSTR_bit     = 0;
   localparam WAIT_INSTR_bit      = 1;
   localparam EXECUTE_bit         = 2;
   localparam WAIT_ALU_OR_MEM_bit = 3;
   localparam NB_STATES           = 4;
   localparam FETCH_INSTR     = 1 << FETCH_INSTR_bit;
   localparam WAIT_INSTR      = 1 << WAIT_INSTR_bit;
   localparam EXECUTE         = 1 << EXECUTE_bit;
   localparam WAIT_ALU_OR_MEM = 1 << WAIT_ALU_OR_MEM_bit;
   (* onehot *)
   reg [NB_STATES-1:0] state;
   wire writeBack = ~(isBranch | isStore ) &
	            (state[EXECUTE_bit] | state[WAIT_ALU_OR_MEM_bit]);
   assign mem_rstrb = state[EXECUTE_bit] & isLoad | state[FETCH_INSTR_bit];
   assign mem_wmask = {4{state[EXECUTE_bit] & isStore}} & STORE_wmask;
   assign aluWr = state[EXECUTE_bit] & isALU;
   wire jumpToPCplusImm = isJAL | (isBranch & predicate);
   wire needToWait = isLoad | isStore | isALU & funct3IsShift;
   always @(posedge clk) begin
      if(!reset) begin
         state      <= WAIT_ALU_OR_MEM;  
         PC         <= RESET_ADDR[ADDR_WIDTH-1:0];
      end else
      (* parallel_case *)
      case(1'b1)
        state[WAIT_INSTR_bit]: begin
           if(!mem_rbusy) begin  
              rs1 <= registerFile[mem_rdata[19:15]];
              rs2 <= registerFile[mem_rdata[24:20]];
              instr <= mem_rdata[31:2];  
              state <= EXECUTE;          
           end
        end
        state[EXECUTE_bit]: begin
           PC <= isJALR          ? {aluPlus[ADDR_WIDTH-1:1],1'b0} :
                 jumpToPCplusImm ? PCplusImm :
                 PCplus4;
	   state <= needToWait ? WAIT_ALU_OR_MEM : FETCH_INSTR;
        end
        state[WAIT_ALU_OR_MEM_bit]: begin
           if(!aluBusy & !mem_rbusy & !mem_wbusy) state <= FETCH_INSTR;
        end
        default: begin  
          state <= WAIT_INSTR;
        end
      endcase
   end
   reg [31:0]  cycles;
   always @(posedge clk) cycles <= cycles + 1;
endmodule
--- flow/run.sh ---
#!/bin/bash
# OpenROAD 26Q1-2900-gdf79404cd8, Yosys 0.63+post, stock flow scripts
make -C /OpenROAD-flow-scripts/flow DESIGN_CONFIG=/design/flow/config.mk WORK_HOME=/design/flow/orfs finish
==> job_summary.md <==
### Yosys + OpenROAD results

| Metric | Value |
|---|---|
| Outcome | `finished, final reports clean` |
| Final setup fails | `0` |
| Number of port buffers | `96` |
| Final design utilization | `34.6%` |
| CP startpoint kind | `flop` |
| Yosys chip area | `64800 um^2` |
| Final Hold Fails | `0` |
| Global-route usage over all layers | `22.5%` |
| Clk slew on worst S/H paths | `0.05 ns` |
| Dominant flop cell | `edfxtp_1` |
| Sequential share of power | `50.0%` |
| Vias/cell | `5.65` |
| Crit path kind | `reg -> out` |
| Synth unique cells | `98` |
| Clk_skew | `0.0457 ns` |
| Bufs and invs on worst path | `1` |
| Comb pwr share | `6.4%` |
| Core Area | `215000 um^2` |
| Internal | `6.39 mW` |
| Routed length per placed instance | `31.8 um` |
| Chip area | `218000 um^2` |
| Antenna-violating nets left | `0` |
| Via Count | `40800` |
| Final Cell Area | `74300 um^2` |
| Synth top cells by count | `edfxtp_1 (1155), mux4_2 (641), nand2_1 (248), clkbuf_1 (195), nor2_1 (189)` |
| Vias in the first global route | `43600` |
| LEAKAGE | `24.6 nW` |
| Ys async rst share | `0%` |
| H-tree lvl count | `4` |
| Critical path's slowest cell | `edfxtp_1` |
| Yosys top cell by instances | `edfxtp_1` |
| CP max stage delay | `0.64 ns` |
| Max-cap violations | `0` |
| Period utilization | `61.6%` |
| Crit-path max FO | `14` |
| Max_slew headroom | `32.1%` |
| Fmax | `0.120 GHz` |
| OpenROAD warnings | `89` |
| Slew Viols, Final | `0` |
| First-pass DRT Iterations | `7` |
| DRT Wirelength | `230000 um` |
| CP Capture Type | `output pin` |
| Min-delay worst type | `reg -> reg` |
| Syn Inst Count | `4119` |
| Arrival @ worst endpoint | `5.61 ns` |
| TritonCTS Buffers | `137` |
| Seq share, synth | `55.3%` |
| CP Depth | `15` |
| Die y size | `467 um` |
| Most Frequent Cell on Critical Path | `o21ai_0` |
| DRT iter0 DRCs | `2982` |
| # Cells Yosys | `4119` |
| Post-synthesis area per instance | `15.7 um^2` |
| Grt total ovfl | `0` |
| Routability congestion estimate | `0.995` |
| Worst path required time | `10.80 ns` |
| RSZ-0062 raised after global routing | `false` |
| Placed cell areas | `70000 um^2` |
| Post-synth regs | `1214` |
| Synth warnings | `1` |
| Initial antenna violation count | `6` |
| Worst Tran Pin Value | `1.01 ns` |
| CTS sink count | `1214` |
| Reg area | `35900 um^2` |
| Hold depth | `1` |
| Chip width | `467 um` |
| Cell row count | `170` |
| Sw Pwr | `1.88 mW` |
| Post-CTS Setup Inserts | `0` |
| Pwr dens | `111 nW/um^2` |
| CTS tree | `done` |
| Pin count of the biggest net entering global routing | `99` |
| Worst-Skew Late Latency | `0.79 ns` |
| Largest area contributor in the netlist | `edfxtp_1` |
| CP delay by family, top | `AND-OR/OR-AND gates` |
| First-pass GRT wire length | `324000 um` |
| PostCTS Resize Cnt | `0` |
| # IOs | `105` |
| Worst R2R Path Depth | `21` |
| Clock Path Buffers | `3` |
| CP cell instances | `mux2_2 -> ha_1 -> o21a_1 -> a21oi_1 -> o21ai_0 -> a21o_1 -> a41oi_1 -> a21o_1 -> o211a_1 -> nor3_1 -> a21oi_1 -> o21ai_0 -> o41ai_1 -> o21ai_0 -> clkdlybuf4s50_1` |
| # DRC | `0` |
| Count of library flops with an enable pin | `1155` |
| Switching Fraction | `22.8%` |
| Min Tclk post-route | `8.31 ns` |
| Share of cells above drive strength 1 | `27.5%` |
| Filler instances | `20000` |
| DPL Wire Length | `152000 um` |
| Area grow syn2layout | `14.6%` |
| Logic area | `27800 um^2` |
| Sum Neg Setup Slack | `0 ns` |
| Floorplan core density | `30.2%` |
| Clock share of power | `43.6%` |
| Root Buffer | `clkbuf_16` |
| Post-CTS Hold Fix Bufs | `0` |
| Peak VDD IR | `0.000134 V` |
| Area of the mapped netlist | `64800 um^2` |
| Area leader share | `53.5%` |
| Post-synth area hogs | `edfxtp_1 (54%), mux4_2 (22%), ha_1 (2.8%), dfxtp_1 (1.8%), mux2_2 (1.7%)` |
[power by group through the flow]
stage         clock [mW]  sequential, mW  combinational, mW
CTS                 3.67            4.13              0.533
global route        3.81            4.13              0.565
finish              3.61            4.13              0.530
[state kept, by name, indices dropped and copies added (netlist names)]
| signal | count |
|---|---|
| cycles | 32 |
| PC | 23 |
| rs1 | 32 |
| rs2 | 32 |
| state | 4 |
| instr | 30 |
| aluShamt | 5 |
| registerFile | 1024 |
| aluReg | 32 |
[placed cells by master (no fill, tap or decap), types with 104 or more instances in the layout]
cell	netlist	final
buf_4	20	175
inv_1	113	113
ha_1	144	144
edfxtp_1	1155	1155
mux4_2	641	641
nand2_1	248	248
nor2_1	189	155
xnor2_1	104	104
a21oi_1	144	144
o21ai_0	144	134
clkbuf_16	0	137
[routing by layer]
metal	up-vias	global-route usage, %	routed length [um]
met4	14	10.5	13800
met1	20400	24.6	73800
met5	-	0.900	237
met3	505	15.5	36000
met2	2625	33.4	106000
li1	17200	-	-
[metrics by stage]
stage	setup WS, ns	power, mW	hold WS (ns)	std cells
after detailed placement	6.03	4.74	0.425	6977
after CTS	5.17	8.33	0.442	7218
after floorplan	6.27	4.58	0.390	4158
after global routing	4.92	8.51	0.452	7219
after global placement	5.98	4.74	0.409	6977
final	5.19	8.27	0.442	7222
[worst paths after layout]
check | start | end | slack (ns)
setup / recovery | instr[5]$_DFFE_PP_ | mem_addr[23] | 5.19
hold / removal | cycles[0]$_DFF_P_ | cycles[0]$_DFF_P_ | 0.44
setup reg to reg | instr[5]$_DFFE_PP_ | PC[4]$_SDFFE_PN0P_ | 6.55
hold reg to reg | cycles[0]$_DFF_P_ | cycles[0]$_DFF_P_ | 0.44
[final cells by class]
class / count / area share, %
inverter: 121 / 0.611
clock buffer: 171 / 4.80
sequential: 1214 / 48.3
tap: 2838 / 4.78
timing repair buffer: 272 / 3.13
clock inverter: 70 / 0.994
multi-input combinational: 2532 / 37.4
antenna: 4 / 0.0135
[cells by family after synthesis]
kind of cell               synth area share, %
AOI/OAI and AO/OA                         7.34
xor gates and xnor gates                  1.95
adders and majority gates                 2.90
buffers and inverters                     2.59
DFF                                       55.3
muxes                                     24.7
other                                  0.00578
and+or+nand+nor                           5.22
Power is estimated from default activity; no workload was simulated.
